File: run.sh
#!/bin/bash
# OpenROAD 26Q1-2900-gdf79404cd8, Yosys 0.63+post, stock flow scripts
make -C /OpenROAD-flow-scripts/flow DESIGN_CONFIG=/design/flow/config.mk WORK_HOME=/design/flow/orfs finish
File: config.mk
export PLATFORM = sky130hd
export DESIGN_NAME = data
export DESIGN_NICKNAME = data
export VERILOG_FILES = /design/flow/design.v
export SDC_FILE = /design/flow/constraint.sdc
export NUM_CORES = 4
export LEC_CHECK = 1
export CORE_UTILIZATION = 50
File: constraint.sdc
current_design data

set clk_period 7.7
set clk_io_pct 0.2

create_clock -name clk0 -period $clk_period [get_ports {clk}]

set non_clock_inputs [all_inputs -no_clocks]
set_input_delay [expr $clk_period * $clk_io_pct] -clock clk0 $non_clock_inputs
set_output_delay [expr $clk_period * $clk_io_pct] -clock clk0 [all_outputs]
File: design.v
module instructions(input [4:0] address, output reg [31:0] instruction);  
    reg [31:0] instruction_memory [31:0];
    initial begin  
        instruction_memory[0] = 32'b000110_01100_01111_00000_00000_000000;  
        instruction_memory[1] = 32'b000000_10010_01111_01111_00000_000001;  
        instruction_memory[2] = 32'b001001_01111_10000_00000_00000_000000;  
        instruction_memory[3] = 32'b001001_01111_10001_00000_00000_000001;  
        instruction_memory[4] = 32'b001010_10000_10001_00000_00000_000111;  
        instruction_memory[5] = 32'b001000_01111_10001_00000_00000_000000;  
        instruction_memory[6] = 32'b001000_01111_10000_00000_00000_000001;  
        instruction_memory[7] = 32'b000010_01100_01100_00000_00000_000001;  
        instruction_memory[8] = 32'b000000_01011_01010_10011_00000_000010;  
        instruction_memory[9] = 32'b001011_01100_10011_00000_00000_000000;  
        instruction_memory[10] = 32'b000010_01010_01010_00000_00000_000001;  
        instruction_memory[11] = 32'b000000_01100_01100_01100_00000_000010;  
        instruction_memory[12] = 32'b001011_01010_01011_00000_00000_000000;  
        instruction_memory[13] = 32'b0;
        instruction_memory[14] = 32'b0;
        instruction_memory[15] = 32'b0;
        instruction_memory[16] = 32'b0;
        instruction_memory[17] = 32'b0;
        instruction_memory[18] = 32'b0;
        instruction_memory[19] = 32'b0;
        instruction_memory[21] = 32'b0;
        instruction_memory[22] = 32'b0;
        instruction_memory[23] = 32'b0;
        instruction_memory[24] = 32'b0;
        instruction_memory[25] = 32'b0;
        instruction_memory[26] = 32'b0;
        instruction_memory[27] = 32'b0;
        instruction_memory[20] = 32'b0;
        instruction_memory[28] = 32'b0;
        instruction_memory[29] = 32'b0;
        instruction_memory[30] = 32'b0;
        instruction_memory[31] = 32'b0;
    end
    always@(*) begin
    instruction <= instruction_memory[address];
    end
endmodule
module data (input clk, input [4:0] address, input mode, input [31:0] data_in, output reg [31:0] data_out);  
    reg [31:0] data_memory [31:0];
    initial begin
        data_memory[0] = 32'd78;  
        data_memory[1] = 32'd456;
        data_memory[2] = 32'd1;
        data_memory[3] = 32'd89;
        data_memory[4] = 32'd13;
        data_memory[5] = 32'd56;
        data_memory[6] = 32'd267;
        data_memory[7] = 32'd102;
        data_memory[8] = 32'd3;
        data_memory[9] = 32'd51;  
        data_memory[10] = 32'd0;  
        data_memory[11] = 32'd9;  
        data_memory[12] = 32'd0;  
        data_memory[13] = 32'd0;  
        data_memory[14] = 32'd10;  
        data_memory[15] = 32'd0;  
        data_memory[16] = 32'd0;  
        data_memory[17] = 32'd0;  
        data_memory[18] = 32'd0;  
        data_memory[19] = 32'd0;  
        data_memory[21] = 32'b0;  
        data_memory[22] = 32'b0; 
        data_memory[23] = 32'b0;
        data_memory[24] = 32'b0;
        data_memory[25] = 32'b0;
        data_memory[26] = 32'b0;
        data_memory[27] = 32'b0;
        data_memory[20] = 32'b0;
        data_memory[28] = 32'b0;
        data_memory[29] = 32'b0;
        data_memory[30] = 32'b0;
        data_memory[31] = 32'b0;
    end
    always @(posedge clk) begin
        if(mode==0)begin
            data_memory[address]= data_in;
        end
        else
        data_out = data_memory[address]; 
    end
endmodule
module decode (input [31:0] instruction, output reg [5:0] op_code, output reg [5:0] func_code, output reg [4:0] rs, output reg [4:0] rt, output reg [4:0] rd, output reg [4:0] shamt, output reg [15:0] address, output reg branch, input decode_flag);
    initial begin
        op_code = 6'b0;
        func_code = 6'b0;
        rs = 5'b0;
        rt = 5'b0;
        rd = 5'b0;
        shamt = 5'b0;
        address = 16'b0;
    end
    always @ (*) begin
        op_code = instruction [31:26];
        if (op_code == 0) begin  
            func_code = instruction [5:0];
            rs = instruction [25:21];
            rt = instruction [20:16];
            rd = instruction [15:11];
            shamt = instruction [10:6];
            branch = 0;
        end
        else if (op_code == 1) begin  
            address = instruction [15:0];
            branch = 1;
        end
        else begin  
            address = instruction [15:0];
            rs = instruction [25:21];
            rd = instruction [20:16];
            rt = instruction [20:16];
            branch = 1;
        end
    end
endmodule
module CPU (input clk, output [4:0] pc, output reg [31:0] out);
    reg [4:0] pc =5'b0;
    reg [31:0] data_memory [31:0];
    parameter state_fetch = 2'd0;
    parameter state_decode = 2'd1;
    parameter state_execute = 2'd2;
    initial begin
        data_memory[0] = 32'd78;  
        data_memory[1] = 32'd456;
        data_memory[2] = 32'd1;
        data_memory[3] = 32'd89;
        data_memory[4] = 32'd13;
        data_memory[5] = 32'd56;
        data_memory[6] = 32'd267;
        data_memory[7] = 32'd102;
        data_memory[8] = 32'd3;
        data_memory[9] = 32'd51;  
        data_memory[10] = 32'd0;  
        data_memory[11] = 32'd9;  
        data_memory[12] = 32'd0;  
        data_memory[13] = 32'd0;  
        data_memory[14] = 32'd10;  
        data_memory[15] = 32'd0;  
        data_memory[16] = 32'd0;  
        data_memory[17] = 32'd0;  
        data_memory[18] = 32'd0;  
        data_memory[19] = 32'd0;  
        data_memory[21] = 32'b0;  
        data_memory[22] = 32'b0;  
        data_memory[23] = 32'b0;
        data_memory[24] = 32'b0;
        data_memory[25] = 32'b0;
        data_memory[26] = 32'b0;
        data_memory[27] = 32'b0;
        data_memory[20] = 32'b0;
        data_memory[28] = 32'b0;
        data_memory[29] = 32'b0;
        data_memory[30] = 32'b0;
        data_memory[31] = 32'b0;
    end
    wire [31:0] instruction;
   wire [5:0] op_code;
   wire [5:0] func_code;
    wire [4:0] rs;
   wire [4:0] rt;
   wire [4:0] rd;
   wire [4:0] shamt;
   wire [15:0] address;
   wire branch;
  wire [31:0] op1;
    wire [31:0] op2;
    reg [31:0] ans;
    wire [31:0] lw;
    wire [31:0] sw;
    wire [31:0] temp;
    reg decode_flag;
        instructions i (pc, instruction);
        decode d (instruction, op_code, func_code, rs, rt, rd, shamt, address, branch, decode_flag);
        assign op1 = data_memory[rs];
assign op2 = data_memory[rt];
initial $display("Before Sorting: %d %d %d %d %d %d %d %d %d %d", data_memory[0],data_memory[1],data_memory[2],data_memory[3],data_memory[4],data_memory[5],data_memory[6],data_memory[7],data_memory[8],data_memory[9]);
        always @ (posedge clk) begin
            if(state_decode) decode_flag = 1;
            ans = data_memory[rd];
        if (op_code == 6'd0 && state_execute) begin  
            case(func_code)
                6'd1: begin 
                    ans = op1 + op2; 
                end 
                6'd2: begin 
                    ans = op1 - op2; 
                end
                6'd3: begin 
                    ans = op1 + op2; 
                end 
                6'd4: begin 
                    ans = op1 - op2; 
                end
                6'd5: begin 
                    ans = op1 & op2; 
                end
                6'd6: begin 
                    ans = op1 | op2; 
                end
                6'd9: begin
                    ans = (op1<op2) ? 1 : 0; 
                end
            endcase
            pc = pc + 5'b1;
        end
        if (op_code != 6'd0 && op_code != 6'd1)begin
            case(op_code)
                6'd2: begin 
                    ans = op1 + address; 
                    pc = pc + 5'b1; 
                end
                6'd3: begin 
                    ans = op1 + address; 
                    pc = pc + 5'b1; 
                end
                6'd4: begin 
                    ans = op1 & address; 
                    pc = pc + 5'b1; 
                end
                6'd5: begin 
                    ans = op1 | address; 
                    pc = pc + 5'b1; 
                end
                6'd6: begin 
                    ans = op1 << address; 
                    pc = pc + 5'b1; 
                end
                6'd7: begin 
                    ans = op1 >> address; 
                    pc = pc + 5'b1; 
                end
                6'd9: begin 
                    ans = data_memory[op1+address]; 
                    pc = pc + 5'b1; 
                end
                6'd8: begin 
                    ans = data_memory[op1+address]; 
                    data_memory[op1+address] = data_memory[rd]; 
                    pc = pc + 5'b1; 
                end
                6'd10: begin  
                    if(op1 < op2) pc = address;
                    else pc = pc + 1;
                end
                6'd11: begin  
                    if(op1 != op2) pc = address;
                    else begin
                        pc = pc + 1;
                        if(pc==13) begin
                            $display("After Sorting: %d %d %d %d %d %d %d %d %d %d", data_memory[0],data_memory[1],data_memory[2],data_memory[3],data_memory[4],data_memory[5],data_memory[6],data_memory[7],data_memory[8],data_memory[9]);
                        end
                    end
                end
                6'd12: begin  
                    if(op1 == op2) pc = address;
                    else pc = pc + 1;
                end
                6'd13: begin  
                    if(op1 > op2) pc = address;
                    else pc = pc + 1;
                end
                6'd14: begin  
                    if(op1 >= op2) pc = address;
                    else pc = pc + 1;
                end
                6'd15: begin  
                    if(op1 <= op2) pc = address;
                    else pc = pc + 1;
                end
                6'd16: begin  
                    if(op1 < address) ans=1;
                    else ans=0;
                    pc=pc+1;
                end
            endcase
        end
        if(op_code==1) begin
            case(op1)
            5'b1:  begin  
                    pc = address;
                end
            5'd2:  begin  
                    data_memory[21] = pc+1;
                    pc = address;
                end
            5'd3:  begin  
                    pc = data_memory[22];
                end
            endcase
        end
        out = ans;
        data_memory[rd] = ans;
        end
endmodule
==> flow_summary_export.csv <==
group,metric,value,unit
outcome,outcome,"finished, final reports clean",
floorplan,die_area,0.0814,mm2
synth,number_of_enable_flip_flop_cells,1056,
synth,synthMostInstantiatedCell,"edfxtp_1",
drt,postRouteWirelength,148000,um
setup_path,critical_path_required,8.12,ns
timing,maxClockFrequency,207,MHz
cells_and_area,post_layout_nonfiller_instances,3695,
cts,cts.reportedPaths.clkPinSlew,0.07,ns
synth,netlist_area,0.0401,mm2
cts,clock_insertion_delay_at_the_later_pin_of_the_skew_report,0.67,ns
pwr,power_leakage,15.2,nW
timing,post-route-period-util,62.6,%
floorplan,design.core.area,0.0793,mm2
placed_design,place.gp.congestion,0.982,
global_routing,vias_in_the_first_global_route,27344,
synth,postSynthAreaPerCell,16.9,um2
timing,slew_headroom,15.3,%
global_routing,grt_pass1_wl,205000,um
cts,post_cts.repair.setup_buffers,0,
timing,rsz0062_at_grt,"no",
global_routing,grt_max_degree,90,
drt,route.antenna.remaining_nets,0,
synth,synth.yosys.chip_area,0.0401,mm2
synth,synth_top_area_share,79.0,%
drt,routed-via-count,25713,
setup_path,worst_path_dominant_cell_family,"AND-OR/OR-AND gates",
synth,numSynthFlops,1056,
setup_path,setup.worst_path.class,"input port to flip-flop",
cts,post_cts_resized,0,
global_routing,gr-usage-all-layers,41.3,%
cells_and_area,final_core_utilization,58.6,%
cts,cts_num_sinks,1056,
floorplan,dieWidth,285,um
synth,netlist_top_cells_area,"edfxtp_1, nand3_1, a22oi_1, and3_1, nand4_1",
cells_and_area,areaGrowthSynthToFinish,15.7,%
placed_design,dp.final_hpwl,85200,um
timing,fin_tns_setup,0,ns
hold_path,worstHoldPathType,"flip-flop to flip-flop",
cells_and_area,post_route_cells_drive_above_1_share,16.4,%
floorplan,design.portCount,71,
floorplan,fp_util,50.6,%
timing,report.final.hold_viol_count,0,
pwr,pwr_density_cell,262,mW/mm2
cts,ctsRootBufferMaster,"clkbuf_16",
setup_path,setup.worst_path.end_class,"flip-flop",
cts,cts-root-to-sink-buffers,3,
setup_path,setup.worst_path.start_class,"input port",
synth,ys_top_cells_by_count,"edfxtp_1, nand3_1, a22oi_1, and3_1, clkbuf_1",
cts,tritoncts.num_buffers,104,
timing,final_max_slew_viol_count,0,
drt,wire_per_inst,40.1,um
synth,yosys.area.top_type,"edfxtp_1",
setup_path,path_common_cell,"buf_4",
timing,setup-violations-final,0,
synth,number_of_library_cell_types_mapped_by_synthesis,64,
placed_design,place_ws,2.15,ns
drt,drtIter0Drc,2367,
pwr,peakVddDrop,0.214,mV
setup_path,timing.critical_path.slowest_stage_cell,"a2111oi_0",
drt,viasPerCell,6.96,
flow_run,cap_violations,0,
cts,tritoncts,"built",
drt,drcViolationCount,0,
timing,worst_clock_skew,0.0235,ns
floorplan,placement_rows,103,
setup_path,path_cells,"buf_2 > buf_4 > nand3b_1 > nor2_2 > buf_4 > a2111oi_0 > o2111ai_1 > o32a_1",
synth,synth_async_sr_flop_share,0,%
synth,ys.flop_type,"edfxtp_1",
synth,post_synthesis_cell_count_from_yosys,2378,
timing,worstMarginPinSlew,1.24,ns
placed_design,place.port_buffers,70,
setup_path,critical_path_arrival,5.24,ns
cts,cts.htree.levels,3,
synth,seq_area_frac_synth,79.0,%
placed_design,dp_cells,3497,
setup_path,cpPeakStageDelay,1.12,ns
cts,cts_stage_hold_buffer_count,0,
synth,yosysWarningCount,2,
global_routing,grt_antenna_before_repair,2,
global_routing,grt_remaining_overflow,0,
placed_design,place_area,0.0430,mm2
synth,synth_cells,2378,
timing,timing.final.crit_period,4.82,ns
setup_path,crit_buf_inv,3,
flow_run,openroad_warning_count,26,
cells_and_area,final_cell_area,0.0464,mm2
cells_and_area,nFillCells,5686,
floorplan,die.size.y,285,um
setup_path,critical_path.max_fanout,22,
drt,firstDrtPassIters,6,
timing,least_setup_slack_across_all_paths_after_layout,2.88,ns
## metrics by stage
step / hold WS, ns / power [mW]
2_1_floorplan: 0.516 / 6.80
3_3_place_gp: 0.520 / 7.19
3_5_place_dp: 0.526 / 7.20
4_1_cts: 0.542 / 12.2
5_1_grt: 0.557 / 12.4
6_report: 0.542 / 12.2
## state kept, by name (all words and copies together), names as in the netlist
| register | flops |
|---|---|
| data_memory | 1024 |
| data_out | 32 |
## path summary, 6_finish.rpt
check / startpoint / endpoint / slack (ns) / depth (start not counted)
worst max register to register: data_memory[9][31] / data_out[31] / 5.19 / 5
worst min-delay path: data_memory[0][15] / data_out[15] / 0.54 / 1
worst min register to register: data_memory[0][15] / data_out[15] / 0.54 / 1
worst max-delay path: address[0] / data_out[1] / 2.88 / 8
## power breakdown
part | switching, mW | total (mW) | internal (mW)
clock | 2.14 | 5.06 | 2.92
sequential | 0.0317 | 6.46 | 6.42
combinational | 0.463 | 0.641 | 0.177
## final cells by class
type	count	area [um2]	share of cell area, %
Clock inverter	68	657	1.42
Tap cell	1050	1310	2.83
Multi-Input combinational cell	1147	8020	17.3
Clock buffer	123	2720	5.85
Antenna cell	6	15.0	0.0323
Sequential cell	1056	31700	68.3
Timing Repair Buffer	241	1970	4.25
Inverter	4	15.0	0.0323
## kinds of logic (layout without fill, tap and decap cells)
logic type             Yosys count  in the layout  share of synthesized area [%]
DFF                           1056           1056                           79.0
other                            0              6                              0
and+or+nand+nor                703            703                           9.84
buffers and inverters          175            436                           1.91
AOI/OAI and AO/OA              392            392                           7.80
muxes                           52             52                           1.42
## worst reg2reg max path, stage by stage, from the launching register on
cell and delay (ns):
edfxtp_1 0.38, nand3_1 0.10, a211oi_1 0.11, a2111oi_0 1.08, nand4_1 0.18, o32a_1 0.38
## routing by layer
metal	routed length, um	part of all wire, %	up-vias	GRT usage, %
li1	-	-	10197	-
met1	42300	29	12423	46.5
met2	65300	44	2598	55.2
met3	31600	21	481	37.6
met4	8490	5.7	14	16.9
met5	489	0.33	-	4.88
## layout by cell type, fill, tap and decap left out, types with 13 or more instances in the layout
cell type and instances:
o21ai_0 16, mux2i_1 30, a22oi_1 146, or4_1 13, edfxtp_1 1056, a22o_1 29, clkinv_2 27, nor2_1 29
a2111oi_0 42, a21oi_1 15, clkbuf_16 106, clkbuf_1 17, clkinv_1 19, nand3b_1 27, buf_4 172, clkdlybuf4s50_1 64
and3_1 136, nand3_1 246, a32oi_1 15, nor2_4 22, mux2_2 20, nand2_1 33, o32a_1 28, nand4_1 94
Power is estimated from default activity; no workload was simulated.
